$ cat ./config.mk
export PLATFORM = sky130hd
export DESIGN_NAME = PE2
export DESIGN_NICKNAME = PE2
export VERILOG_FILES = /design/flow/design.v
export SDC_FILE = /design/flow/constraint.sdc
export NUM_CORES = 4
export LEC_CHECK = 1
export CORE_UTILIZATION = 40
$ cat ./constraint.sdc
current_design PE2

set clk_period 1.0
set clk_io_pct 0.2

create_clock -name clk0 -period $clk_period [get_ports {clk}]

set non_clock_inputs [all_inputs -no_clocks]
set_input_delay [expr $clk_period * $clk_io_pct] -clock clk0 $non_clock_inputs
set_output_delay [expr $clk_period * $clk_io_pct] -clock clk0 [all_outputs]
$ cat ./design.v
module PE2 #(parameter  
                        DATA_WIDTH      =  12,
                        SRH_LENGTH      =  13
            )
            (
                weight_i        ,
                srh_bit_i       ,
                pix_sum_i       ,
                weight_sum_i    ,
                pix_sum_o       ,
                weight_sum_o    ,
                clk             ,
                rst_n
            );
    parameter   WEIGHT_WIDTH            =                   8                   ;
    parameter   WIN_SIZE                =    ((SRH_LENGTH + 1) / 2)**2          ; 
    parameter   WEIGHT_SUM_WIDTH        =    WEIGHT_WIDTH + $clog2(WIN_SIZE)    ; 
    parameter   PIX_SUM_WIDTH           =    WEIGHT_SUM_WIDTH + DATA_WIDTH      ; 
    input       [WEIGHT_WIDTH - 1           :0]             weight_i            ;
    input       [DATA_WIDTH - 1             :0]             srh_bit_i           ;
    input       [WEIGHT_SUM_WIDTH - 1       :0]             weight_sum_i        ;
    output      [WEIGHT_SUM_WIDTH - 1       :0]             weight_sum_o        ;
    input       [PIX_SUM_WIDTH - 1          :0]             pix_sum_i           ;
    output      [PIX_SUM_WIDTH - 1          :0]             pix_sum_o           ;
    input       clk                                                             ;
    input       rst_n                                                           ;
    reg         weight_sum_o                                                    ;
    reg         pix_sum_o                                                       ;
    always@(posedge clk or negedge rst_n)   begin
        if(!rst_n)
            weight_sum_o <= 0;
        else
            weight_sum_o <= weight_sum_i + weight_i;
    end
    always@(posedge clk or negedge rst_n)   begin
        if(!rst_n)
            pix_sum_o <= 0;
        else
            pix_sum_o <= pix_sum_i + weight_i * srh_bit_i;
    end 
endmodule
$ cat ./run.sh
#!/bin/bash
# OpenROAD 26Q1-2900-gdf79404cd8, Yosys 0.63+post, stock flow scripts
make -C /OpenROAD-flow-scripts/flow DESIGN_CONFIG=/design/flow/config.mk WORK_HOME=/design/flow/orfs finish
==> run notes <==
Notes from the flow run.

Final layout:
- Leaving out buffers and inverters, the combinational logic in the layout accounts for between 4000 and 5000 sq um.
- The run puts the tally of filler cells in the layout at approximately 980.
- With fillers left out, the area of the finished cells amounts to 8450 sq um.
- The run gives the area taken by flip-flops and latches as approximately 1000 sq um.
- The run puts the area overhead of the layout relative to synthesis at 57.7%.
- The run puts the ratio of cells with drive above 1 in the final layout at a little under half.

Run:
- The run gives the number of maximum-capacitance constraint violations as 0.
- The run puts the number of warnings the tools reported at 30.

Final timing:
- On the final layout, the worst hold slack is -111 ps.
- Post-route period utilization is reported as 383%.
- The run puts the total negative setup slack at -70710 ps.
- The run gives the actual slew at the worst max-slew pin as ~320 ps.
- The run gives the maximum clock frequency as ~260 MHz.
- The run puts the final setup violation count at 38.
- The run gives the final critical-path required period as about 3800 ps.
- Pins over their slew limit in the final report were tallied at 0.
- For reference, the final report shows the hold violation count at roughly 40.
- The run gives the final worst slack as -2830 ps.
- Setup repair after global routing could not meet its margin everywhere.
- The run puts the headroom to the max-slew limit at between 70 and 80%.

Yosys:
- The run gives the post-synthesis sequential element count as about 40.
- The run puts the cell count in the Yosys report at between 500 and 600.
- In the synthesis report, Yosys lists the chip area as ~5400 sq um.
- The run puts the per-instance average area after synthesis at just over 9 sq um.
- After synthesis, the share of flip-flops with an asynchronous set or reset is approximately 100%.
- Among all flip-flop cells after synthesis, the most frequent one is sky130_fd_sc_hd__dfrtp_1.
- The run puts the proportion of synthesized chip area in sequential cells at 18.7%.
- The run puts the area of the mapped netlist at around 5400 sq um.
- The run puts the number of instances in the synthesized netlist at 576.
- The run gives the count of different cell masters after synthesis as about 40.
- The run gives the count of library flops with an enable pin as 0.
- The run puts the total number of yosys warnings at 1.

Routing:
- Once iteration 0 of detailed routing completed, the report listed ~190 DRC markers.
- The run gives the number of antenna diodes as 0.
- The count of nets left with antenna violations once routing finished came out at 0.
- Per the detail_route report, DRC violations left total 0.
- The detailed router reported a total wirelength of roughly 14000 um.
- The run gives the number of iterations in the first detailed-routing pass as 6.
- The run gives the average wire per standard cell as ~14 um.
- The run gives the via-per-instance ratio as 4.68.
- The routed layout has between 4000 and 5000 vias.

Clock network:
- The run puts the clock-pin slew on the worst setup and hold paths at approximately 60 ps.
- The clock drives about 40 sinks.
- The cell sitting at the root of the clock tree is a sky130_fd_sc_hd__clkbuf_16.
- CTS added clock buffers totalling 5.
- The run puts the maximum clock insertion buffer count at 2.
- The run gives the number of levels in the clock H-tree as 2.
- The run gives the TritonCTS clock tree as built.

Worst setup path:
- The run gives the element type at the critical path start as an input port.
- Looking at the critical path, the single cell with the biggest stage delay is sky130_fd_sc_hd__fa_1.
- The run puts the critical path data arrival time at approximately 4000 ps.
- For reference, the critical path cell chain is buf_12, buf_16, and2_4, fa_1, fa_1, fa_1, inv_2, fa_1, inv_2, ha_4, buf_6, nand2_4, nor3_2, o211ai_1, a211oi_2, o211ai_2, xnor2_1.
- Along the worst path, the maximum fanout reaches 5.
- Data on the critical path is required at its endpoint by about 1200 ps.
- Looking at the setup timing report, the critical path kind is input port to register.
- The run gives the most frequent cell on the critical path as sky130_fd_sc_hd__fa_1.
- STA classifies the critical path endpoint as a register.
- The run gives the maximum cell stage delay along the critical path as ~550 ps.

Power:
- The run puts the clock group share of total power at under 10%.
- The worst VDD IR drop from the latest analysis is about 0.0017 V.
- The run puts the switching power summed over all nets at between 9000 and 10000 uW.
- The run puts the part of the total power dissipated in sequential elements at 11.4%.
- The run gives the switching portion of total power as between 40% and 50%.
- The power report attributes to the combinational group a share of 81.6%.
- Dividing total power by cell area gives a power density of 2510 nW/um^2.
- The run gives the internal power component as 12200 uW.
- The run puts the leakage component of the power at 0.00418 uW.

Floorplanning:
- The run gives the number of rows in the core area as between 40 and 50.
- The run puts the width of the die at 118 um.
- The run puts the overall die area at approximately 14000 sq um.
- The run puts the core region area at between 10000 and 15000 sq um.
- The run puts the height of the chip at 118 um.
- The run gives the fraction of the core area occupied by cells at floorplan as 41.8%.
- The run puts the count of pins on the block boundary at approximately 100.

Global routing:
- The run puts the global-route usage over all layers at approximately 22%.
- The run gives the first-pass GRT wire length as 23100 um.
- The run puts the pin count of the biggest net entering global routing at 41.
- The run puts the initial antenna violation count at 1.
- The via count of the first global-routing pass is approximately 4900.
- The run gives the global route total overflow as 0.

Placement:
- The run puts the worst slack after detailed placement at -3750 ps.
- The congestion estimate from routability-driven global placement came to 0.893.
- The run gives the HPWL after detailed placement as between 10000 and 15000 um.
- The run puts the instance area after placement at roughly 7600 sq um.
- The run gives the number of input and output port buffers inserted as 101.

Outcome:
- The final reports fail on negative hold slack, negative setup slack.
- The flow ran to the end, but the final reports show violations.

Min path:
- The run gives the class of the worst hold path as input port to async pin.
[cell usage after synthesis, types with 4 or more instances]
library cell	count	area, sq um
sky130_fd_sc_hd__ha_1	53	663
sky130_fd_sc_hd__a21o_1	9	67.6
sky130_fd_sc_hd__nand2b_1	7	43.8
sky130_fd_sc_hd__and2_1	60	375
sky130_fd_sc_hd__clkbuf_1	10	37.5
sky130_fd_sc_hd__xnor2_1	23	201
sky130_fd_sc_hd__nor2_1	14	52.6
sky130_fd_sc_hd__inv_1	136	510
sky130_fd_sc_hd__fa_1	79	1580
sky130_fd_sc_hd__dfrtp_1	40	1000
sky130_fd_sc_hd__nand2_1	51	191
sky130_fd_sc_hd__a31oi_1	5	31.3
sky130_fd_sc_hd__xor2_1	10	87.6
sky130_fd_sc_hd__a21oi_1	16	80.1
sky130_fd_sc_hd__nor2b_1	4	25.0
sky130_fd_sc_hd__nand3_1	9	45.0
sky130_fd_sc_hd__o21ai_0	9	45.0
[cells by family (layout without fill, tap and decap cells)]
group / Yosys count / in the layout / synth area share, %
and+or+nand+nor: 155 / 155 / 14.9
buffers and inverters: 148 / 372 / 10.4
adders and majority gates: 132 / 132 / 41.9
AOI/OAI and AO/OA: 68 / 68 / 8.75
DFF: 40 / 40 / 18.7
xor gates and xnor gates: 33 / 33 / 5.39
[critical path: cells and delay by family]
family	cells	cell delay, ps
adder cells (fa/ha/maj)	5	2280
AND-OR/OR-AND	3	610
buffers and inverters	5	440
AND/OR/NAND/NOR	3	320
XOR/XNOR	1	120
[stage by stage]
step | power (uW) | cells | utilization (%)
after floorplan | 11600 | 576 | -
after global placement | 16800 | 935 | 59.5
after detailed placement | 16800 | 935 | 59.5
after CTS | 20100 | 966 | 63.9
after global routing | 23300 | 972 | 65.9
final | 21200 | 972 | 65.9
[cell usage in the layout, fill, tap and decap left out, types with 6 or more instances in the layout]
cell,n
sky130_fd_sc_hd__inv_1,102
sky130_fd_sc_hd__buf_4,92
sky130_fd_sc_hd__fa_1,62
sky130_fd_sc_hd__dfrtp_1,40
sky130_fd_sc_hd__buf_6,36
sky130_fd_sc_hd__inv_2,34
sky130_fd_sc_hd__and2_1,33
sky130_fd_sc_hd__buf_2,33
sky130_fd_sc_hd__clkdlybuf4s50_1,31
sky130_fd_sc_hd__nand2_1,30
sky130_fd_sc_hd__ha_1,29
sky130_fd_sc_hd__and2_4,27
sky130_fd_sc_hd__ha_4,23
sky130_fd_sc_hd__xnor2_1,17
sky130_fd_sc_hd__fa_2,17
sky130_fd_sc_hd__clkbuf_2,15
sky130_fd_sc_hd__nand2_2,13
sky130_fd_sc_hd__xor2_1,10
sky130_fd_sc_hd__nor2_1,9
sky130_fd_sc_hd__a21oi_2,9
sky130_fd_sc_hd__dlygate4sd2_1,9
sky130_fd_sc_hd__nand2_4,8
sky130_fd_sc_hd__a21o_1,8
sky130_fd_sc_hd__nand3_1,7
sky130_fd_sc_hd__a21oi_1,6
sky130_fd_sc_hd__xnor2_2,6
[path summary, 6_finish.rpt]
path                                  from              end  slack, ps  depth (start not counted)
setup / recovery               weight_i[7]    pix_sum_o[24]      -2830                         17
hold / removal                       rst_n     pix_sum_o[1]       -110                          2
max in group asynchronous            rst_n    pix_sum_o[24]        920                          2
min in group clk0          weight_sum_i[0]  weight_sum_o[0]        310                          2
[per-layer routing]
metal  global-route usage, %  wire [um]  vias up
li1                        -          -     2213
met1                    32.5       5940     2214
met2                    35.7       6670      110
met3                    4.15        749       12
met4                    2.64        193        0
met5                       0          0        -
[cell type report]
cell class	instances	area share (%)
clock buffer	6	1.52
clock inverter	1	0.0592
inverter	136	6.04
multi-input combinational	388	54.8
sequential	40	11.8
tap	172	2.55
timing repair buffer	229	23.2
[flip-flops by register name (all words and copies together) (netlist names)]
name / cells
pix_sum_o: 26
weight_sum_o: 14
[power groups by stage]
stage | registers (uW) | clock network (uW) | logic, uW
finish | 2420 | 1480 | 17300
global route | 2470 | 1600 | 19200
CTS | 2430 | 1520 | 16200
[what timing repair did]
item	CTS	global route
pin swaps	116	58
buffers inserted	23	12
gates cloned	5	0
setup endpoints to repair	80	51
hold endpoints to repair	40	40
resized	321	94
Power and IR drop assume default switching activity.
